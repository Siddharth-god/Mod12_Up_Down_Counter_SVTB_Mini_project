--- ./config.mk ---
export PLATFORM = sky130hd
export DESIGN_NAME = udm12
export DESIGN_NICKNAME = udm12
export VERILOG_FILES = /design/flow/design.v
export SDC_FILE = /design/flow/constraint.sdc
export NUM_CORES = 4
export LEC_CHECK = 1
export CORE_AREA = 10 10 70 70
export DIE_AREA = 0 0 80 80
export SYNTH_HDL_FRONTEND = slang
--- ./constraint.sdc ---
current_design udm12

set clk_period 1.3
set clk_io_pct 0.2

create_clock -name clk0 -period $clk_period [get_ports {clk}]

set non_clock_inputs [all_inputs -no_clocks]
set_input_delay [expr $clk_period * $clk_io_pct] -clock clk0 $non_clock_inputs
set_output_delay [expr $clk_period * $clk_io_pct] -clock clk0 [all_outputs]
--- ./design.v ---
module udm12(
    input logic [3:0] data_in, 
    input logic clk,
    input logic rstn,
    input logic mode,
    input logic load,
    output logic [3:0] data_out
);
    always@(posedge clk)
    begin 
        if(!rstn)
            data_out <= 4'd0;
        else if(load)   
            data_out <= data_in;
        else if(mode == 1)
            begin 
                if(data_out == 11)
                    data_out <= 4'd0;
                else    
                    data_out <= data_out + 1'b1;
            end
        else begin  
            if(data_out == 0)
                data_out <= 4'd11;
            else 
                data_out <= data_out - 1'b1;  
        end
    end
endmodule : udm12
--- ./run.sh ---
#!/bin/bash
# OpenROAD 26Q1-2900-gdf79404cd8, Yosys 0.63+post, stock flow scripts
make -C /OpenROAD-flow-scripts/flow DESIGN_CONFIG=/design/flow/config.mk WORK_HOME=/design/flow/orfs finish
==> results.tsv <==
stage	metric	value	unit
routing	detail_route.wl_per_cell	8.80	µm
final_timing	tns	0	ns
die	die_w	80	µm
die	chip_area	6400	µm²
placement	dp_hpwl	697	µm
setup_path	crit_path_end_kind	flip-flop	
routing	dr.pass1.iters	2	
setup_path	startpoint	data_out[1]$_SDFF_PN0_	
routing	drtIter0Drc	10	
setup_path	path_delay_family	AND-OR/OR-AND gates	
routing	viasPerCell	3.20	
setup_path	cp.arrival	1.36	ns
setup_path	critical_path_class	flip-flop to flip-flop	
setup_path	worst_ep_required_time	1.45	ns
final_layout	seq_area	85.1	µm²
setup_path	critPathMaxFanout	3	
yosys	xor_share	3.18	%
yosys	logic_family	AND-OR/OR-AND gates	
clock_tree	insertion_delay	0.23	ns
status	outcome	complete, no violations	
routing	drc	0	
die	die_h	80	µm
final_layout	nFillCells	408	
setup_path	r2r.worst_path.cells	6	
final_layout	finalInstanceArea	526	µm²
job	maxCapViolCount	0	
placement	dp_slack	-0.111	ns
global_route	grt_pass1_wl	1430	µm
clock_tree	clkTransAtPathRegs	0.04	ns
setup_path	cp_num_buf_inv	1	
pwr	total_power	0.000432	W
placement	io_buffers	11	
clock_tree	clockBufferDepth	2	
routing	antenna_left	0	
final_layout	layout-area-overhead-vs-synth	90.9	%
global_route	track_usage	2.75	%
yosys	avgSynthCellArea	7.65	µm²
yosys	ys_ff	4	
yosys	syn_area	275	µm²
setup_path	crit_path_max_incr_delay	0.32	ns
routing	routed_wl	871	µm
pwr	p_leak	0.234	nW
yosys	synth-cells-yosys	36	
placement	gp_congestion	0.885	
clock_tree	h-tree-depth	1	
pwr	p_per_area	822	nW/µm²
yosys	yosysWarnings	0	
final_timing	drv_slew	0	
setup_path	critical_path.endpoint	data_out[3]$_SDFF_PN0_	
yosys	synthMuxAreaShare	3.64	%
die	io_pins	12	
clock_tree	cts_hold_buf	0	
routing	num_vias	317	
die	rows	21	
global_route	grt_overflow	0	
yosys	simple_gate_area_share	20.9	%
die	core	3420	µm²
yosys	synth_seq_share	29.1	%
clock_tree	cts_buffers	3	
hold_path	hp-start	data_in[2]	
setup_path	worst_r2r_endpoint	data_out[3]$_SDFF_PN0_	
final_layout	layout-drive-gt1-share	30.2	%
global_route	grt_max_degree	8	
job	log.warning_count	26	
final_timing	final_hold_viol_count	0	
setup_path	r2r-start	data_out[1]$_SDFF_PN0_	
global_route	grt_pass1_vias	316	
setup_path	slowest_stage	dfxtp_2	
setup_path	startpoint_type	flip-flop	
yosys	yosys_area	275	µm²
die	initial_core_util	8.06	%
pwr	ir_worst_vdd	0.306	mV
final_timing	worstMarginPinSlew	0.265	ns
final_timing	fmax	0.830	GHz
final_timing	postLayoutSetupSlackWorst	0.0949	ns
yosys	syn_inst	36	
clock_tree	clock-root-buffer	clkbuf_4	
hold_path	min_path_type	input pin to flip-flop	
final_timing	finalClockPeriodUsage	92.7	%
clock_tree	cts_sinks	4	
final_timing	slew_headroom	82.2	%
setup_path	crit_chain	inv_2 -> ha_4 -> o21bai_1 -> a21oi_1 -> a311o_1 -> a31oi_1	
placement	placed_cell_area	460	µm²
final_timing	setup_viol	0	
final_timing	skew	0.00489	ns
yosys	synthDistinctLibCells	20	
final_layout	largest_register_ffs	4	
final_layout	logic_area	195	µm²
yosys	ys_sh_adder	9.09	%
final_layout	reg_top3	data_out (4)	
routing	diodes	0	
setup_path	reg2reg_slack	0.09	ns
setup_path	cp.depth	6	
final_timing	fin_crit	1.21	ns
final_layout	regMostFlops	data_out	
final_timing	timing.hold.ws	0.597	ns
yosys	synth-compound-area-share	26.8	%
final_timing	rsz0062_at_grt	no	
clock_tree	cts_tree	yes	
global_route	antenna_found_initial	0	
how the worst min path moves through the flow:
| stage | end | slack [ns] | depth (start not counted) |
|---|---|---|---|
| 4_1_cts | data_out[2]$_SDFF_PN0_ | 0.59 | 3 |
| 5_1_grt | data_out[2]$_SDFF_PN0_ | 0.60 | 3 |
| 6_report | data_out[2]$_SDFF_PN0_ | 0.60 | 3 |
metal layers:
layer  routed length (µm)  GRT usage [%]
met2                  272           2.81
met3                  107           2.50
met1                  491           3.92
met4                    0          0.528
met5                    0              0
area by class of cell:
| class | count | area share (%) |
|---|---|---|
| timing repair buffer | 15 | 28.6 |
| sequential | 4 | 16.2 |
| multi-input combinational | 27 | 37.1 |
| inverter | 4 | 2.86 |
| tap | 46 | 11.0 |
| clock buffer | 3 | 4.29 |
power breakdown:
part	leakage [nW]	switching (W)	internal (W)
combinational	0.186	0.0000560	0.0000803
clock	0.0138	0.0000494	0.000103
sequential	0.0344	0.00000682	0.000136
placed cells by master (no fill, tap or decap), drive strengths merged:
cell type,count
a311o,1
ha,2
clkbuf,3
clkdlybuf4s50,7
a31oi,1
nor4,1
nor2,1
o21ai,3
buf,4
o2111ai,1
and2,2
o31ai,1
o221ai,1
nand2,6
dlygate4sd2,2
inv,4
mux2i,1
o21bai,1
a21oi,2
dfxtp,4
dlymetal6s2s,2
xor2,1
nor3b,1
nand3,1
synthesized netlist by cell type:
cell type  count  area (µm²)
nand2_1        6        22.5
dfxtp_1        4        80.1
inv_1          4        15.0
o21ai_0        3        15.0
a21oi_1        2        10.0
and2_1         2        12.5
ha_1           2        25.0
a311o_1        1        10.0
a31oi_1        1        6.26
clkbuf_2       1        5.00
mux2i_1        1        10.0
nand3_1        1        5.00
nor2_1         1        3.75
nor3b_1        1        7.51
nor4_1         1        6.26
o2111ai_1      1        8.76
o21bai_1       1        7.51
o221ai_1       1        8.76
o31ai_1        1        7.51
xor2_1         1        8.76
repair_timing:
action                                  CTS  global route
setup buffers                             3             0
endpoints found under the setup margin    4             4
gates resized                            11             5
pin swaps                                 3             4
logic make-up after synthesis:
group | after synthesis
muxes | 1
and+or+nand+nor | 12
adders and majority gates | 2
DFF | 4
buffers and inverters | 5
xor gates and xnor gates | 1
AOI/OAI and AO/OA | 11
worst reg2reg max path: cells and delay by family, from the launching register on:
kind,cells,cell delay (ns)
adders and majority gates,1,0.14
AOI/OAI and AO/OA,4,0.61
DFF,1,0.32
buffers and inverters,1,0.07
per-stage QoR:
stage | cells | util [%]
global route | 99 | 15.4
CTS | 101 | 15.4
detailed placement | 95 | 13.5
floorplan | 36 | -
finish | 99 | 15.4
global placement | 95 | 13.5
No activity file was given, so power comes from the tool's default toggle rates.
